**design.v**
```verilog
module control_fsm(
  input clk,
  input reset_n,
  input address_ready,
  input data_ready,
  input [19:0] addr,
  input [3:0] status,
  input [15:0] wdata,
  input pready_s,
  input [15:0] prdata_s,
  input pslverr_s_rm,
  input pslverr_s_icn,
  input cs_n,
  input miso_start,
  output [1:0] psel_s,
  output penable_s,
  output pwrite_s, 
  output [1:0] pstrb_s,
  output [19:0] paddr_s,
  output [15:0] pwdata_s,
  output [15:0] rdata,
  output err
);
  reg [1:0] psel_s;
  reg penable_s;
  reg pwrite_s;
  reg [1:0] pstrb_s;
  reg [19:0] paddr_s;
  reg [15:0] pwdata_s;
  reg [15:0] rdata;
  reg err;
  reg [19:0] address;
  reg cs_flag;
  reg [3:0] state, next;
  localparam IDLE = 4'h0;
  localparam WAIT_WR = 4'h1;
  localparam SETUP_WR = 4'h2;
  localparam ACCESS_WR = 4'h3;
  localparam SETUP_RD = 4'h4;
  localparam ACCESS_RD = 4'h5;
  localparam WAIT_RD = 4'h6;
  localparam ERROR = 4'h7;
  localparam DEAD = 16'h4552;
  always @(posedge clk or negedge reset_n)
    if (!reset_n) 
      state <= IDLE;
    else
      state <= next;
  always @(*) begin
    case (state)
      IDLE:
        if (address_ready) begin
          if (status[2])
            next = WAIT_WR;
          else
            next = SETUP_RD;
        end
        else
          next = IDLE;
      WAIT_WR:
        if (cs_flag)
          next = IDLE;
        else begin
          if (data_ready)
            next = SETUP_WR;
          else
            next = WAIT_WR;
        end
      SETUP_WR:
        next = ACCESS_WR;
      ACCESS_WR:
        if (pready_s) begin
          if (pslverr_s_icn || pslverr_s_rm)
            next = ERROR;
          else begin
            if (status[1])
              next = WAIT_WR;
            else 
              next = IDLE;
          end
        end
        else
          next = ACCESS_WR;
      SETUP_RD:
        next = ACCESS_RD;
      ACCESS_RD:
        if ((pready_s) && (!pslverr_s_icn && !pslverr_s_rm) && (!miso_start))
          next = WAIT_RD;
        else if ((miso_start) || ((pslverr_s_icn || pslverr_s_rm) && pready_s))
          next = ERROR;
        else if (cs_flag)
          next = IDLE;
        else
          next = ACCESS_RD;
      WAIT_RD:
        if (cs_flag)
          next = IDLE;
        else begin
          if (data_ready) begin
            if (status[1])
              next = SETUP_RD;
            else 
              next = IDLE;
          end
          else
            next = WAIT_RD;
        end
      ERROR:
        if (cs_flag)
          next = IDLE;
        else begin
          if (data_ready) begin
            if (status[1]) begin
              if (status[2])
                next = SETUP_RD;
              else
                next = SETUP_WR;
            end
            else 
              next = IDLE;
          end
          else
            next = ERROR;
        end
      default: 
          next = IDLE;
    endcase
  end
  always @(posedge clk or negedge reset_n)
    if (!reset_n) begin
      address <= 20'h00000;
      cs_flag <= 1'b0;
    end
    else begin
      if (state == IDLE)
        cs_flag <= 1'b0;
      else if (cs_n)
        cs_flag <= 1'b1;
      else
        cs_flag <= cs_flag;
      if ((state == IDLE) && (address_ready))
        address <= addr;
      else if (pready_s)
        address <= address + 20'h00002;
    end
  always @(posedge clk or negedge reset_n)
    if (!reset_n)
      err <= 1'b0;
    else begin
      if ((next == ERROR) && (state != ERROR))
        err <= 1'b1;
      else 
        err <= 1'b0;
    end
  always @(posedge clk or negedge reset_n)
    if (!reset_n ) begin
      rdata <= 16'h0000;
      psel_s <= 2'b00;
      pwrite_s <= 1'b0;
      penable_s <= 1'b0;
      pstrb_s <= 2'b00;
      paddr_s <= 20'h00000;
      pwdata_s <= 16'h0000;  
    end
    else begin
      case (next)
        SETUP_WR: begin
          if (status[0])
            psel_s <= 2'b10;
          else 
            psel_s <= 2'b01;
          pwrite_s <= 1'b1;
          pstrb_s <= 2'b11;
          paddr_s <= address;
          pwdata_s <= wdata;          
        end 
        ACCESS_WR: 
          penable_s <= 1'b1;  
        SETUP_RD: begin
          if (status[0])
            psel_s <= 2'b10;
          else 
            psel_s <= 2'b01;
          pwrite_s <= 1'b0;
          pstrb_s <= 2'b11;
          paddr_s <= address;
          pwdata_s <= wdata;       
        end 
        ACCESS_RD: 
          penable_s <= 1'b1;  
        WAIT_RD: begin
          if (pready_s)
            rdata <= prdata_s;
          else
            rdata <= rdata;
          psel_s <= 2'b00;
          penable_s <= 1'b0;
        end
        IDLE: begin
          psel_s <= 2'b00;
          penable_s <= 1'b0;
        end
        WAIT_WR: begin
          psel_s <= 2'b00;
          penable_s <= 1'b0;
        end
        ERROR: begin
          rdata <= DEAD;
          psel_s <= 1'b0;
          penable_s <= 1'b0;
        end
        default: begin
          rdata <= 16'h0000;
          psel_s <= 2'b00;
          pwrite_s <= 1'b0;
          penable_s <= 1'b0;
          pstrb_s <= 2'b00;
          paddr_s <= 20'h00000;
          pwdata_s <= 16'h0000; 
        end
      endcase
    end
endmodule
```
**run.sh**
```bash
#!/bin/bash
# OpenROAD 26Q1-2900-gdf79404cd8, Yosys 0.63+post, stock flow scripts
make -C /OpenROAD-flow-scripts/flow DESIGN_CONFIG=/design/flow/config.mk WORK_HOME=/design/flow/orfs finish
```
**config.mk**
```make
export PLATFORM = sky130hd
export DESIGN_NAME = control_fsm
export DESIGN_NICKNAME = control_fsm
export VERILOG_FILES = /design/flow/design.v
export SDC_FILE = /design/flow/constraint.sdc
export NUM_CORES = 4
export LEC_CHECK = 1
export CORE_UTILIZATION = 40
```
**constraint.sdc**
```tcl
current_design control_fsm

set clk_period 8.0
set clk_io_pct 0.2

create_clock -name clk0 -period $clk_period [get_ports {clk}]

set non_clock_inputs [all_inputs -no_clocks]
set_input_delay [expr $clk_period * $clk_io_pct] -clock clk0 $non_clock_inputs
set_output_delay [expr $clk_period * $clk_io_pct] -clock clk0 [all_outputs]
```
==> flow_summary.ini <==
; yosys + openroad results
[outcome]
outcome = complete, no violations

[global_route]
overflow = 0
grt_usage_pct = 18.6
grt_pass1_wl_mm = 13.9
grt_max_degree = 47
antenna_found_initial = 0
grt_pass1_vias = 2806

[synth]
yosys.area.top_type_share_pct = 57.9
synth_flop_count = 87
ys_sh_adder_pct = 0.336
ys_async_sr_fraction_pct = 100
ys_warn_count = 1
edf_count = 0
flop_cell = dfrtp_1
largest_area_cell = dfrtp_1
ys_top_logic_family = simple AND/OR/NAND/NOR gates
synthXorXnorAreaFrac_pct = 4.24
synth-simple-area-share_pct = 12.0
synth_area_um2 = 3720
seq_area_frac_synth_pct = 58.6
top_cells_by_area = dfrtp_1 58%, mux2_2 11%, nand2_1 4.0%
yosys_area_um2 = 3720
ys_cells = 315
synthDistinctLibCells = 43
ys_sh_mux_pct = 11.2
syn_avg_cell_area_um2 = 11.8
aoi_share_pct = 10.9
synthCells = 315

[final_layout]
drive_above_1_share_pct = 13.3
nFillCells = 761
final-comb-area_um2 = 1440
lay_top_count = clkdlybuf4s50_1
lay_top_cells = 121 x clkdlybuf4s50_1, 86 x dfrtp_1, 40 x nand2_1
seq_area_um2 = 2180
fin_util_pct = 59.3
syn2layout_area_growth_pct = 41.1
fin_cells = 553

[hold_path]
hold_class = reg -> reg

[clock_network]
clock-sinks = 87
clk_pin_slew_ns = 0.08
postCtsSetupBuffers = 0
cts-root-buf = clkbuf_8
cts_tree = yes
clock_latency_ns = 0.35
cts_resized = 0
cts.htree.levels = 3
cts_buffers = 9
cts_hold_buf = 0
clk_path_buf_depth = 2

[worst_setup_path]
cp.required_ns = 8.23
cp_top_family = buffers and inverters
crit_fanout = 36
path_class = in -> reg
r2r_end = paddr_s[1]
reg2reg_slack_ns = 5.18
path_buffers = 2
crit_path_max_incr_delay_ns = 0.86
cp.depth = 7
r2r_start = state[7]
worstPathCellList = clkdlybuf4s50_1, or3b_1, a221oi_1, nand4_1, a211oi_4, buf_4, mux2_2
cp-start-kind = input pin
worstPathArrival_ns = 4.93
endpoint_kind = flop
ff2ff_path_depth = 6
cp-startpoint = pready_s
cp_slowest_cell = clkdlybuf4s50_1
endpoint = paddr_s[1]

[detailed_routing]
vias = 2800
routedWlPerCell_um = 15.0
wl_met1_mm = 3.96
dr.pass1.iters = 17
wl_met3_um = 617
drcViolationCount = 0
wl_mm = 8.28
viasPerCell = 5.06
dr.max_layer_used = met4
antenna_cells = 0
drt_iter0_drc = 109
ant_nets = 0
wl_met2_mm = 3.62

[floorplan]
core_um2 = 8850
die-area_um2 = 9690
die_w_um = 98.4
die_y_um = 98.4
fp_util_pct = 42.0
io_pins = 124
rows = 34

[timing]
fin_crit_ns = 4.70
max_slew_margin_pct = 39.6
timing.fmax_mhz = 213
setup_viol = 0
finalCritPeriodShare_pct = 58.7
holdWs_ns = 0.487
final_max_slew_viol_count = 0
skew_ns = 0.0128
rsz0062_at_grt = no
hold_violations = 0
tightest_slew_ns = 0.902
timing.setup.tns_ns = 0

[job]
drv_cap = 0
warnings = 26

[placed_design]
gp_congestion = 0.852
io_buffers = 122
place_hpwl_mm = 5.77
dp.cells = 537

[power_and_ir_drop]
powerDensity_nw_per_um2 = 321
power_mw = 1.68
p_leak_nw = 2.25
peakVddDrop_v = 0.000185
[cell families (layout without fill, tap and decap cells)]
family	after synthesis	in the layout
AOI/OAI and AO/OA	60	60
xor gates and xnor gates	18	18
adders and majority gates	1	1
buffers and inverters	20	150
DFF	87	87
muxes	37	37
and+or+nand+nor	92	92
[layer usage]
layer | global-route usage, % | vias to the layer above
met5 | 0 | -
met4 | 1.72 | 0
met3 | 5.63 | 6
met2 | 26.5 | 98
met1 | 30.7 | 1337
li1 | - | 1359
[sequential cells by signal, summed over array words and instances, names as in the netlist, 2 cells and up]
name      flops
state         8
address      20
psel_s        2
pwdata_s     16
rdata        16
paddr_s      20
[how the worst min path moves through the flow]
stage	start	endpoint	slack, ns	depth (start not counted)
4_1_cts	address[0]	address[0]	0.49	2
5_1_grt	rdata[1]	rdata[1]	0.52	1
6_report	address[0]	address[0]	0.49	2
[power by group]
group	switching (mW)	leakage, nW	internal, mW
registers	0.119	1.10	0.621
logic	0.190	1.04	0.420
clock network	0.150	0.110	0.185
total	0.459	2.25	1.23
[area by class of cell]
cell class | instances | share of cell area, %
clock buffer | 11 | 2.69
clock inverter | 5 | 1.55
timing repair buffer | 125 | 23.6
sequential | 87 | 41.5
multi-input combinational | 208 | 27.4
inverter | 9 | 0.643
tap | 108 | 2.57
[synthesized netlist by cell type, drive strengths merged (2+ instances only)]
cell,number
a21oi,9
dfrtp,86
inv,9
o21ai,24
nor3,3
nand3,4
mux2,36
a22o,10
or4,2
a32oi,2
a21o,2
xnor2,8
o22a,6
and3,6
clkbuf,6
or2,2
xor2,10
buf,5
nand4,6
and2,4
nor2b,2
nor2,14
and4,2
nand2,40
[stage by stage]
stage	worst slack (ns)	instance area, um2
2_1_floorplan	4.21	3720
3_3_place_gp	2.99	5030
3_5_place_dp	2.99	5030
4_1_cts	3.31	5250
5_1_grt	3.15	5250
6_report	3.30	5250
[worst min-delay path, stage by stage (launching register included)]
cell and delay (ns):
dfrtp_1 0.35, nand2_1 0.05, nand2_1 0.06
No activity file was given, so power comes from the tool's default toggle rates.
