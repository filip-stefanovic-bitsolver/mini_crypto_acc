[./design.v]
module apb_downsizer(
    input pclk,
    input preset_n, 
    input psel_i, 
    input penable_i,
    input pwrite_i, 
    input pready_i,
    input [3:0]pstrb_i,
    input [31:0]paddr_i,
    input [31:0]pwdata_i,
    input [15:0]prdata_i,  
    output psel_o, 
    output penable_o,
    output pwrite_o, 
    output pready_o,
    output [1:0]pstrb_o,
    output [31:0]paddr_o,
    output [15:0]pwdata_o,
    output [31:0]prdata_o
);
    reg psel_o;
    reg penable_o;
    reg pwrite_o; 
    reg pready_o;
    reg [1:0]pstrb_o;
    reg [31:0]paddr_o;
    reg [15:0]pwdata_o;
    reg [31:0]prdata_o;
    reg [3:0] state, next;
    localparam IDLE = 4'h0;
    localparam SETUP_IN = 4'h1;
    localparam ACCESS_IN = 4'h2;
    localparam SETUP_LOW = 4'h3;
    localparam ACCESS_LOW = 4'h4;
    localparam SETUP_HIGH = 4'h5;
    localparam ACCESS_HIGH = 4'h6;
    localparam READY = 4'h7;
    always @(posedge pclk or negedge preset_n)
        if(!preset_n) state <= IDLE;
        else state <= next; 
    always @(*) begin
        case (state)
            IDLE:
                if((psel_i == 1'b1))
                    next = SETUP_IN;
                else  
                    next = IDLE;
            SETUP_IN: 
                    next = ACCESS_IN;                   
            ACCESS_IN: 
                if(pstrb_i[1:0] == 2'b00) begin
                    if(pstrb_i[3:2] == 2'b00)
                        next = IDLE;
                    else    
                        next = SETUP_HIGH;
                end
                else
                    next = SETUP_LOW;
            SETUP_LOW:
                next = ACCESS_LOW;
            ACCESS_LOW:
                if(pready_i == 1'b1) begin
                    if(pstrb_i[3:2] == 2'b00)
                        next = READY;
                    else
                        next = SETUP_HIGH;
                end
                else
                    next = ACCESS_LOW;
            SETUP_HIGH:
                if(pstrb_i[3:2] == 2'b00) 
                    next = READY;
                else
                    next = ACCESS_HIGH;
            ACCESS_HIGH:
                if(pready_i == 1'b1) 
                    next = READY;
                else
                    next = ACCESS_HIGH;
            READY:
                next = IDLE;
        endcase
    end
    always @(posedge pclk or negedge preset_n)
        if(!preset_n) begin
                psel_o <= 1'b0;
                paddr_o <= 32'h00000000;
                pwdata_o <= 16'h0000;
                pstrb_o <= 2'b00;
                pready_o <= 1'b0;
                pwrite_o <= 1'b0;
                penable_o <= 1'b0;
        end
        else begin
            case(next) 
                SETUP_LOW: begin
                    psel_o <= psel_i;
                    paddr_o <= paddr_i;
                    pwdata_o <= pwdata_i[15:0];
                    pstrb_o <= pstrb_i[1:0];
                    pready_o <= 1'b0;
                    pwrite_o <= pwrite_i;
                    penable_o <= 1'b0;
                end
                ACCESS_LOW:
                    penable_o <= penable_i;
                SETUP_HIGH: begin
                    psel_o <= psel_i;
                    paddr_o <= paddr_i | 32'h00000002;
                    pwdata_o <= pwdata_i[31:16];
                    pstrb_o <= pstrb_i[3:2];
                    pready_o <= 1'b0;
                    pwrite_o <= pwrite_i;
                    penable_o <= 1'b0;
                    prdata_o[15:0] <= prdata_i;
                end
                ACCESS_HIGH:
                    penable_o <= penable_i;
                READY: begin
                    prdata_o[31:16] <= prdata_i;
                    pready_o <= pready_i;
                    penable_o <= 1'b0;
                    psel_o <= 1'b0;
                end
                default: begin
                    psel_o <= 1'b0;
                    paddr_o <= 32'h00000000;
                    pwdata_o <= 16'h0000;
                    pstrb_o <= 2'b00;
                    pready_o <= 1'b0;
                    pwrite_o <= 1'b0;
                    penable_o <= 1'b0;
                    prdata_o <= 32'h00000000;
                end
            endcase
        end
endmodule
[./run.sh]
#!/bin/bash
# OpenROAD 26Q1-2900-gdf79404cd8, Yosys 0.63+post, stock flow scripts
make -C /OpenROAD-flow-scripts/flow DESIGN_CONFIG=/design/flow/config.mk WORK_HOME=/design/flow/orfs finish
[./config.mk]
export PLATFORM = sky130hd
export DESIGN_NAME = apb_downsizer
export DESIGN_NICKNAME = apb_downsizer
export VERILOG_FILES = /design/flow/design.v
export SDC_FILE = /design/flow/constraint.sdc
export NUM_CORES = 4
export LEC_CHECK = 1
export CORE_UTILIZATION = 50
[./constraint.sdc]
current_design apb_downsizer

set clk_period 5.3
set clk_io_pct 0.2

create_clock -name clk0 -period $clk_period [get_ports {pclk}]

set non_clock_inputs [all_inputs -no_clocks]
set_input_delay [expr $clk_period * $clk_io_pct] -clock clk0 $non_clock_inputs
set_output_delay [expr $clk_period * $clk_io_pct] -clock clk0 [all_outputs]
==> results.cfg <==
; yosys + openroad results
[outcome]
status = completed

[global_routing]
grt_max_degree = 60
grt_use_met2_pct = 36.36
busiest_layer = met1
track_usage_pct = 24.42
met3_usage_pct = 5.411
antenna_found_initial = 0
gr-total-overflow = 0
grt_pass1_vias = 2679
grtUsageMet1_pct = 40.40
grt_pass1_wl_um = 13350

[clocking]
postCtsSetupBuffers = 0
clk_latency_ps = 340
postCtsHoldBufs = 0
tritoncts = done
cts_buffers = 9
cts.root.buffer_cell = clkbuf_8
ctsResizeCount = 0
h-tree-depth = 3
clockBufferDepth = 2
path_clk_slew_ps = 90

[yosys]
yosys_warnings = 1
ys_ff = 92
netlist_instances = 250
synth-async-reset-ratio_pct = 61.96
yosysCellCount = 250
yosysTopAreaCellShare_pct = 39.64
topCellsByArea = dfrtp_1, edfxtp_1, a22o_1
yosys.cell_count.top_type = a22o_1
topCombFamilyByArea = AND-OR/OR-AND gates
synthFlopType = dfrtp_1
synthDistinctLibCells = 33
xor_area_share_pct = 0
aoi_share_pct = 20.03
syn_avg_cell_area_um2 = 14.39
yosysTopAreaCell = dfrtp_1
synth_area_um2 = 3598
mux_share_pct = 0.3129
synth-adder-area-share_pct = 0
ys_sh_simple_pct = 8.449
netlist_top_cells_count = a22o_1, dfrtp_1, and2_1, edfxtp_1, buf_2
yosys-stat-area_um2 = 3598
synth-edff-count = 32

[setup_path]
r2r_slack_ps = 2440
crit_path_start_kind = primary input
path_class = in -> reg
timing.rr.start = state[1]
cp.required_ps = 5280
r2r-end = prdata_o[27]
crit_path_end_kind = flop
worstPathMaxFanout = 17
r2r_cells = 6
arrival_ps = 3610

[routing]
vias = 2747
drtAntennaViolNets = 0
wl_per_cell_um = 16.67
drt-pass1-iter-count = 4
n_antenna_cell = 0
routed_wl_um = 8767
drc = 0
drt-initial-drc-count = 150
viasPerCell = 5.222

[die]
num_rows = 30
design.core.area_um2 = 6869
initial_core_util_pct = 52.39
die_x_um = 86.84
die.size.y_um = 86.84
boundaryPins = 176
dieArea_um2 = 7540

[place]
post-place-ws_ps = 1355
detailed_place_hpwl_um = 6011
portBuffers = 175
place_congestion = 0.8106
placedCellCount = 510
place_area_um2 = 5399

[sta]
hold_violations = 0
period_used_pct = 68.53
skew_ps = 0
final.min_clock_period_ps = 3632
relSlewSlack_pct = 51.82
fmax_mhz = 275.3
rsz0062_at_grt = no
final-setup-viol-count = 0
untimed_endpoints = 3
fin_ws_ps = 1668
tns_ps = 0
tightest_slew_ps = 722.8
slew_violations = 0
unclocked_regs = 3

[finish]
area_delta_synth_final_pct = 56.36
stdcell_count = 526
postLayoutCellArea_um2 = 5627
drive_above_1_share_pct = 6.512

[flow_run]
tool_warnings = 26
drv_cap = 0

[worst_hold_path]
min_path_type = reg -> reg
hold_end = pwdata_o[3]
hold_path_depth = 1
worstHoldStart = pwdata_o[3]

[power]
max-vdd-ir-drop_mv = 0.1740
p_per_area_nw_per_um2 = 254.6
leakage_nw = 2.357
## power breakdown
part / leakage (nW) / total (W) / internal (W) / switching, W
Sequential: 1.10 / 0.000751 / 0.000738 / 0.0000137
Clock: 0.115 / 0.000515 / 0.000280 / 0.000234
Combinational: 1.15 / 0.000166 / 0.000117 / 0.0000496
## cell usage in the layout (no fill, tap or decap)
| master | n |
|---|---|
| or2_2 | 1 |
| edfxtp_1 | 32 |
| nor2b_4 | 1 |
| nor2b_2 | 1 |
| nor2_1 | 3 |
| o21a_1 | 2 |
| and2_1 | 32 |
| clkinv_1 | 1 |
| buf_4 | 5 |
| o21ai_0 | 1 |
| inv_6 | 1 |
| dfrtp_1 | 57 |
| a31oi_1 | 1 |
| o21ai_1 | 2 |
| mux2_2 | 1 |
| a21boi_0 | 1 |
| and3_1 | 2 |
| clkinv_4 | 2 |
| a21oi_1 | 5 |
| nor3_1 | 2 |
| clkdlybuf4s50_1 | 174 |
| o211ai_1 | 1 |
| nor3b_1 | 1 |
| a22o_1 | 70 |
| nand2_1 | 3 |
| a21o_1 | 1 |
| a21oi_4 | 1 |
| nand3_1 | 2 |
| nand2b_1 | 2 |
| bufinv_16 | 2 |
| buf_2 | 1 |
| conb_1 | 3 |
| o21a_4 | 1 |
| clkbuf_8 | 10 |
| inv_1 | 1 |
| dlxtn_1 | 3 |
| inv_2 | 1 |
## sequential cells by signal (all words and copies together), names as in the netlist
signal / cells
paddr_o: 32
prdata_o: 32
next: 3
pstrb_o: 2
pready_o: 1
penable_o: 1
state: 3
psel_o: 1
pwrite_o: 1
pwdata_o: 16
## worst max-delay path: stages
cell	delay (ps)
clkdlybuf4s50_1	460
nor2_1	170
a31oi_1	110
a21boi_0	170
dlxtn_1	520
and3_1	490
o21a_1	630
## worst max path at each step
stage / startpoint / cells after the start / endpoint
4_1_cts: pstrb_i[3] / 7 / prdata_o[27]
5_1_grt: pstrb_i[3] / 7 / prdata_o[24]
6_report: pstrb_i[3] / 7 / prdata_o[27]
## per-stage QoR
stage	power, W	util (%)	hold WS, ps
2_1_floorplan	0.0007992	-	442.4
3_3_place_gp	0.0009281	78.60	487.6
5_1_grt	0.001483	81.91	525.4
3_5_place_dp	0.0009318	78.60	490.6
6_report	0.001432	81.91	508.3
4_1_cts	0.001443	81.91	514.0
## kinds of logic (layout without fill, tap and decap cells)
kind of cell / after synthesis / after routing
other: 1 / 3
muxes: 1 / 1
AOI/OAI and AO/OA: 86 / 86
latches: 3 / 3
buffers and inverters: 20 / 198
and+or+nand+nor: 50 / 50
DFF: 89 / 89
## cell type report
cell class	instances	area (µm²)
well taps	96	120.1
fillers	385	1242
multi-input cells	140	1055
inverters	2	7.507
flip-flops and latches	92	2432
clock buffers	10	137.6
repair buffers	180	1784
clock inverters	6	90.09
## routing by layer
layer | vias to the layer above | part of all wire, %
met5 | - | 0
met4 | 0 | 2.5
met3 | 19 | 7.3
met2 | 130 | 46
met1 | 1318 | 44
li1 | 1280 | -
Power and IR drop assume default switching activity.
